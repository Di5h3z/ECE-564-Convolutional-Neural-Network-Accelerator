**run.sh**
```bash
#!/bin/bash
# OpenROAD 26Q1-2900-gdf79404cd8, Yosys 0.63+post, stock flow scripts
make -C /OpenROAD-flow-scripts/flow DESIGN_CONFIG=/design/flow/config.mk WORK_HOME=/design/flow/orfs finish
```
**config.mk**
```make
export PLATFORM = sky130hd
export DESIGN_NAME = MyDesign
export DESIGN_NICKNAME = MyDesign
export VERILOG_FILES = /design/flow/design.v
export SDC_FILE = /design/flow/constraint.sdc
export NUM_CORES = 4
export LEC_CHECK = 1
export CORE_UTILIZATION = 50
```
**constraint.sdc**
```tcl
current_design MyDesign

set clk_period 3.4
set clk_io_pct 0.2

create_clock -name clk0 -period $clk_period [get_ports {clk}]

set non_clock_inputs [all_inputs -no_clocks]
set_input_delay [expr $clk_period * $clk_io_pct] -clock clk0 $non_clock_inputs
set_output_delay [expr $clk_period * $clk_io_pct] -clock clk0 [all_outputs]
```
**design.v**
```verilog
module MyDesign(
  input dut_run,
  output dut_busy,
  input reset_b,
  input clk,
  output [11:0]dut_sram_write_address,
  output [15:0]dut_sram_write_data,
  output dut_sram_write_enable,
  output [11:0]dut_sram_read_address,
  input [15:0]sram_dut_read_data,
  output [11:0]dut_wmem_read_address,
  input [15:0]wmem_dut_read_data);
  wire [4:0] xdim, ydim;
  wire [15:0]weight;
  wire [1:0]input_dim_load_ctrl;
  wire [11:0]fsm_weight_addr, fsm_input_addr, fsm_output_addr;
  wire fsm_w_enable;
  wire [15:0]weight_input_data, input_input_data;
  wire [15:0]calculation_output;
  fms_controller controller(.clock(clk), .reset(reset_b), .go(dut_run),
    .ydim(ydim),
    .input_data(input_input_data),
    .busy(dut_busy),
    .input_load_ctrl(input_dim_load_ctrl),
    .input_addr(fsm_input_addr),
    .weight_addr(fsm_weight_addr),
    .output_addr(fsm_output_addr),
    .output_w_enable(fsm_w_enable));
  convolution conv_calc(.clock(clk),
    .reset(reset_b),
    .xdim(xdim),
    .weight(weight),
    .input_data(input_input_data),
    .padded_out(calculation_output));
  input_weight_registers weight_reg(.clock(clk),
    .reset(reset_b),
    .input_sram_data(weight_input_data),
    .weight_out(weight));
  input_dim_registers dim_reg(.clock(clk),
    .reset(reset_b),
    .input_sram_data(input_input_data),
    .input_load_ctrl(input_dim_load_ctrl),
    .xdim_reg(xdim),
    .ydim_reg(ydim));
  sram_read_interface read_input(.clock(clk),
    .reset(reset_b),
    .sram_interface_data(sram_dut_read_data),
    .dev_interface_read_addr(fsm_input_addr),
    .interface_sram_read_addr(dut_sram_read_address),
    .interface_dev_data_out(input_input_data));
  sram_read_interface read_weight(.clock(clk),
    .reset(reset_b),
    .sram_interface_data(wmem_dut_read_data),
    .dev_interface_read_addr(fsm_weight_addr),
    .interface_sram_read_addr(dut_wmem_read_address),
    .interface_dev_data_out(weight_input_data));
  sram_write_interface write_output(.clock(clk), .reset(reset_b),
    .dev_interface_write_addr(fsm_output_addr),
    .dev_interface_write_data(calculation_output),
    .dev_interface_r_enable(fsm_w_enable),
    .interface_sram_write_addr(dut_sram_write_address),
    .interface_sram_write_data(dut_sram_write_data),
    .interface_sram_r_enable(dut_sram_write_enable)
    );
endmodule
module input_weight_registers(
  input clock,
  input reset,
  input [15:0]input_sram_data,
  output [15:0]weight_out
  );
  reg [8:0]weight;
  assign weight_out = {6'b0,weight};
  always @ ( posedge clock ) begin
    if(~reset)
      weight<=0;
    else
      weight<=input_sram_data;
  end
endmodule
module input_dim_registers(
  input clock,
  input reset,
  input [15:0]input_sram_data,
  input [1:0]input_load_ctrl,
  output reg [4:0] xdim_reg,
  output reg [4:0] ydim_reg
  );
  reg [4:0] xdim_reg_next;
  reg [4:0] ydim_reg_next;
  always@(posedge clock)begin
    if(~reset)begin
      xdim_reg <= 0;
      ydim_reg <= 0;
    end
    else begin
      xdim_reg <= xdim_reg_next;
      ydim_reg <= ydim_reg_next;
    end
  end
  always@(*)begin
    xdim_reg_next = xdim_reg;
    ydim_reg_next = ydim_reg;
    casex(input_load_ctrl)
      2'b01:  xdim_reg_next = input_sram_data[4:0];
      2'b11:  ydim_reg_next = input_sram_data[4:0];
    endcase
  end
endmodule
module sram_read_interface(
  input clock,
  input reset,
  input [15:0]sram_interface_data,            
  input [11:0]dev_interface_read_addr,       
  output reg [11:0]interface_sram_read_addr,  
  output reg [15:0]interface_dev_data_out   
  );
  always @ ( posedge clock ) begin
    if(~reset)begin
      interface_sram_read_addr <= 0;
      interface_dev_data_out <=0;
    end
    else begin
      interface_sram_read_addr <= dev_interface_read_addr;  
      interface_dev_data_out <= sram_interface_data;  
    end
  end
endmodule
module sram_write_interface(
  input clock,
  input reset,
  input [11:0]dev_interface_write_addr, 
  input [15:0]dev_interface_write_data,       
  input dev_interface_r_enable,              
  output reg [11:0]interface_sram_write_addr,  
  output reg [15:0]interface_sram_write_data,  
  output reg interface_sram_r_enable);
  always @ ( posedge clock ) begin
    if(~reset)begin
      interface_sram_write_addr <= 0;
      interface_sram_write_data <=0;
      interface_sram_r_enable <=0;
    end
    else begin
      interface_sram_write_addr <= dev_interface_write_addr;
      interface_sram_write_data <=dev_interface_write_data;
      interface_sram_r_enable <=dev_interface_r_enable;
    end
  end
endmodule
module convolution(
  input clock,
  input reset,
  input [4:0]xdim,
  input [15:0]weight,
  input [15:0]input_data,
  output [15:0]padded_out);
wire [15:0]reg_1, reg_2, reg_3;
wire [13:0]output_raw;
output_select_padding padded_output(.xnor_bitcnt_add_cmp_output(output_raw),.xdim(xdim),.padded_output(padded_out));
input_registers input_storage_regs(.clock(clock),
  .reset(reset),
  .data_input(input_data),
  .reg_1(reg_1),
  .reg_2(reg_2),
  .reg_3(reg_3));
xnor_bitcnt_add_cmp output_bit_0(.weight_row_1(weight[2:0]), .weight_row_2(weight[5:3]), .weight_row_3(weight[8:6]),.input_reg_1_bits(reg_1[2:0]),.input_reg_2_bits(reg_2[2:0]),.input_reg_3_bits(reg_3[2:0]),.sign_output(output_raw[0]));
xnor_bitcnt_add_cmp output_bit_1(.weight_row_1(weight[2:0]),.weight_row_2(weight[5:3]), .weight_row_3(weight[8:6]),.input_reg_1_bits(reg_1[3:1]),.input_reg_2_bits(reg_2[3:1]),.input_reg_3_bits(reg_3[3:1]),.sign_output(output_raw[1]));
xnor_bitcnt_add_cmp output_bit_2(.weight_row_1(weight[2:0]),.weight_row_2(weight[5:3]), .weight_row_3(weight[8:6]),.input_reg_1_bits(reg_1[4:2]),.input_reg_2_bits(reg_2[4:2]),.input_reg_3_bits(reg_3[4:2]),.sign_output(output_raw[2]));
xnor_bitcnt_add_cmp output_bit_3(.weight_row_1(weight[2:0]),.weight_row_2(weight[5:3]), .weight_row_3(weight[8:6]),.input_reg_1_bits(reg_1[5:3]),.input_reg_2_bits(reg_2[5:3]),.input_reg_3_bits(reg_3[5:3]),.sign_output(output_raw[3]));
xnor_bitcnt_add_cmp output_bit_4(.weight_row_1(weight[2:0]),.weight_row_2(weight[5:3]), .weight_row_3(weight[8:6]),.input_reg_1_bits(reg_1[6:4]),.input_reg_2_bits(reg_2[6:4]),.input_reg_3_bits(reg_3[6:4]),.sign_output(output_raw[4]));
xnor_bitcnt_add_cmp output_bit_5(.weight_row_1(weight[2:0]),.weight_row_2(weight[5:3]), .weight_row_3(weight[8:6]),.input_reg_1_bits(reg_1[7:5]),.input_reg_2_bits(reg_2[7:5]),.input_reg_3_bits(reg_3[7:5]),.sign_output(output_raw[5]));
xnor_bitcnt_add_cmp output_bit_6(.weight_row_1(weight[2:0]),.weight_row_2(weight[5:3]), .weight_row_3(weight[8:6]),.input_reg_1_bits(reg_1[8:6]),.input_reg_2_bits(reg_2[8:6]),.input_reg_3_bits(reg_3[8:6]),.sign_output(output_raw[6]));
xnor_bitcnt_add_cmp output_bit_7(.weight_row_1(weight[2:0]),.weight_row_2(weight[5:3]), .weight_row_3(weight[8:6]),.input_reg_1_bits(reg_1[9:7]),.input_reg_2_bits(reg_2[9:7]),.input_reg_3_bits(reg_3[9:7]),.sign_output(output_raw[7]));
xnor_bitcnt_add_cmp output_bit_8(.weight_row_1(weight[2:0]),.weight_row_2(weight[5:3]), .weight_row_3(weight[8:6]),.input_reg_1_bits(reg_1[10:8]),.input_reg_2_bits(reg_2[10:8]),.input_reg_3_bits(reg_3[10:8]),.sign_output(output_raw[8]));
xnor_bitcnt_add_cmp output_bit_9(.weight_row_1(weight[2:0]),.weight_row_2(weight[5:3]), .weight_row_3(weight[8:6]),.input_reg_1_bits(reg_1[11:9]),.input_reg_2_bits(reg_2[11:9]),.input_reg_3_bits(reg_3[11:9]),.sign_output(output_raw[9]));
xnor_bitcnt_add_cmp output_bit_10(.weight_row_1(weight[2:0]),.weight_row_2(weight[5:3]),.weight_row_3(weight[8:6]),.input_reg_1_bits(reg_1[12:10]),.input_reg_2_bits(reg_2[12:10]),.input_reg_3_bits(reg_3[12:10]),.sign_output(output_raw[10]));
xnor_bitcnt_add_cmp output_bit_11(.weight_row_1(weight[2:0]),.weight_row_2(weight[5:3]),.weight_row_3(weight[8:6]),.input_reg_1_bits(reg_1[13:11]),.input_reg_2_bits(reg_2[13:11]),.input_reg_3_bits(reg_3[13:11]),.sign_output(output_raw[11]));
xnor_bitcnt_add_cmp output_bit_12(.weight_row_1(weight[2:0]),.weight_row_2(weight[5:3]),.weight_row_3(weight[8:6]),.input_reg_1_bits(reg_1[14:12]),.input_reg_2_bits(reg_2[14:12]),.input_reg_3_bits(reg_3[14:12]),.sign_output(output_raw[12]));
xnor_bitcnt_add_cmp output_bit_13(.weight_row_1(weight[2:0]),.weight_row_2(weight[5:3]),.weight_row_3(weight[8:6]),.input_reg_1_bits(reg_1[15:13]),.input_reg_2_bits(reg_2[15:13]),.input_reg_3_bits(reg_3[15:13]),.sign_output(output_raw[13]));
endmodule
module input_registers(
  input clock,
  input reset,
  input [15:0]data_input,
  output reg [15:0]reg_1,
  output reg [15:0]reg_2,
  output reg [15:0]reg_3);
  always @ ( posedge clock ) begin
    if(~reset)begin
      reg_1 <= 0;
      reg_2 <= 0;
      reg_3 <= 0;
    end
    else begin
      reg_1 <= reg_2;
      reg_2 <= reg_3;
      reg_3 <= data_input;
    end
  end
endmodule
module output_select_padding(
  input [13:0]xnor_bitcnt_add_cmp_output,
  input [4:0]xdim,
  output reg [15:0] padded_output
  );
  always @ ( * ) begin
  padded_output = 0;
    casex(xdim)
      5'd16: padded_output[15:0] = {2'b0,xnor_bitcnt_add_cmp_output[13:0]};
      5'd12: padded_output[15:0] = {6'b0,xnor_bitcnt_add_cmp_output[9:0]};
      5'd10: padded_output[15:0] = {8'b0,xnor_bitcnt_add_cmp_output[7:0]};
      default: padded_output = 16'bx;
    endcase
  end
endmodule
module xnor_bitcnt_add_cmp(
  input [2:0]weight_row_1,
  input [2:0]weight_row_2,
  input [2:0]weight_row_3,
  input [2:0]input_reg_1_bits,
  input [2:0]input_reg_2_bits,
  input [2:0]input_reg_3_bits,
  output sign_output);
  wire [3:0] xnor_out_1, xnor_out_2,xnor_out_3;
  wire [3:0] bitcount_out;
  assign xnor_out_1 = ~(weight_row_1^input_reg_1_bits);
  assign xnor_out_2 = ~(weight_row_2^input_reg_2_bits);
  assign xnor_out_3 = ~(weight_row_3^input_reg_3_bits);
  assign bitcount_out = ((xnor_out_1[0] + xnor_out_1[1]) + (xnor_out_1[2] + xnor_out_2[0]))
                        + ((xnor_out_2[1] + xnor_out_2[2])+ (xnor_out_3[0] + xnor_out_3[1]))
                        + xnor_out_3[2];
  assign sign_output = bitcount_out > 4'b0100;
endmodule
module fms_controller(
  input clock,
  input reset,
  input go,
  input [4:0]ydim,
  input [15:0]input_data,
  output reg busy,
  output reg [1:0]input_load_ctrl,
  output [11:0]input_addr,
  output [11:0]weight_addr,
  output [11:0]output_addr,
  output reg output_w_enable);
parameter S0 = 3'd0,
          S1 = 3'd1,
          S2 = 3'd2,
          S3 = 3'd3,
          S4 = 3'd4,
          S5 = 3'd5,
          S6 = 3'd6;
reg [3:0] state, next_state;
reg [4:0] input_addr_offset, output_addr_offset;
reg [4:0] next_input_addr_offset, next_output_addr_offset;
reg [6:0]base_input_addr, base_ouput_addr;
reg [6:0]next_base_input_addr, next_base_ouput_addr;
assign input_addr = base_input_addr + input_addr_offset;
assign output_addr = base_ouput_addr + output_addr_offset;
assign weight_addr = 1;
always @ ( posedge clock ) begin
  if(~reset)begin
    state <= S0;
    input_addr_offset <= 0;
    output_addr_offset <= 0;
    base_input_addr <= 0;
    base_ouput_addr <= 0;
  end
  else begin
    state <= next_state;
    input_addr_offset <= next_input_addr_offset;
    output_addr_offset <= next_output_addr_offset;
    base_input_addr <= next_base_input_addr;
    base_ouput_addr <= next_base_ouput_addr;
  end
end
always @ ( * ) begin
  next_state = S0;
  busy = 1;
  input_load_ctrl = 0;
  output_w_enable = 0;
  next_input_addr_offset = input_addr_offset;
  next_output_addr_offset = output_addr_offset;
  next_base_input_addr = base_input_addr;
  next_base_ouput_addr = base_ouput_addr;
  case(state)
    S0: begin
      next_input_addr_offset = 0;
      next_output_addr_offset = 0;
      next_base_input_addr = 0;
      next_base_ouput_addr = 0;
      busy = 0;
      if(go)
        next_state= S1;
      else
        next_state= S0;
    end
    S1:begin
      next_input_addr_offset = input_addr_offset + 1'b1;
      if(input_addr_offset == 2)
        next_state = S2;
      else
        next_state = S1;
    end
    S2: begin
      next_input_addr_offset = input_addr_offset + 1'b1;
      input_load_ctrl = 2'b01;
      next_state = S3;
    end
    S3: begin
      next_base_input_addr = next_base_input_addr + input_addr_offset + 1'b1;
      next_base_ouput_addr = next_base_ouput_addr + output_addr_offset;
      next_input_addr_offset = 0;
      next_output_addr_offset = 0;
      input_load_ctrl = 2'b11;
      next_state = S4;
    end
    S4:begin
      next_input_addr_offset = input_addr_offset + 1'b1;
      if(input_addr_offset == 2)
        next_state = S5;
      else
        next_state = S4;
    end
    S5:begin
      next_input_addr_offset = input_addr_offset + 1'b1;
      next_output_addr_offset = output_addr_offset + 1'b1;
      output_w_enable = 1;
      if(input_addr_offset == ydim-1'd1)
        next_state = S6;
      else
        next_state = S5;
    end
    S6:begin
      next_input_addr_offset = input_addr_offset + 1'b1;
      next_output_addr_offset = output_addr_offset + 1'b1;
      output_w_enable = 1;
      input_load_ctrl = 2'b01;
      next_state = S3;
      if(input_data == 16'h00ff)
        next_state = S0;
    end
  endcase
end
endmodule
```
==> qor.yml <==
synthCells: 913
ant_nets: 0
design_area_sq_mm: 0.0114
outcome: "complete, but fails checks"
synth_area_sq_mm: 0.00907
gp_congestion: 0.871
final_cell_mix: "dfxtp_1 (152), and2_1 (89), inv_1 (69)"
p_leak_uw: 0.00480
clock.fmax_mhz: 268
crit_type: "reg -> reg"
irDropWorstVdd_mv: 0.367
drt_first_pass_iters: 6
syn_area_per_cell_sq_um: 9.93
antenna_found_initial: 0
die_x_um: 137
slew-limit-headroom_pct: 37.1
hold_path_class: "reg -> reg"
via_per_inst: 4.95
antennaDiodeCount: 0
wl_mm: 18.5
hold_ws_ns: 0.435
path_cells: "buf_12 -> buf_12 -> buf_4 -> xnor2_4 -> fa_1 -> inv_2 -> fa_1 -> inv_1 -> fa_1 -> inv_2 -> fa_2 -> inv_2 -> fa_1 -> o22ai_1 -> a21oi_1 -> a21oi_1 -> nor2_1"
rsz0062_at_grt: "yes"
clockBufferDepth: 2
power_density_mw_per_mm2: 457
avgRoutedWirePerCell_um: 14.7
h-tree-depth: 4
finalCritPeriodShare_pct: 110
maxCapViolCount: 0
syn_to_final_growth_pct: 25.3
layout_top_cell: "dfxtp_1"
drive_gt1_share_pct: 17.2
warnings: 37
slowest_delay_ns: 0.50
power_uw: 5200
core_area_sq_mm: 0.0175
die-area_sq_mm: 0.0187
post-route-util_pct: 65.0
ys_seq_share_pct: 34.2
grt_pass1_wl_mm: 31.1
ys_cells: 913
yosysWarningCount: 7
ios: 89
vias: 6217
flop_cell: "dfxtp_1"
finalHoldViolCount: 0
regToRegSetupSlack_ns: -0.32
top_area_cell: "dfxtp_1"
async_flop_share_pct: 0
drv_slew: 0
track_usage_pct: 22.7
cp_common_cell: "fa_1"
final.setup.tns_ns: -3.23
worstMarginPinSlew_ns: 0.933
synth_cell_types: 57
drc: 0
initial_core_util_pct: 51.9
area_leaders: "dfxtp_1 (34%), fa_1 (16%), xnor2_1 (7.6%), xor2_1 (6.4%), and2_1 (6.1%)"
cts-root-buf: "clkbuf_16"
grt_max_degree: 45
cpMaxStageDelayCell: "fa_1"
core.rowCount: 48
start_kind: "flip-flop"
top_area_share_pct: 34.2
cts_sinks: 155
ys_area_sq_mm: 0.00907
violations: "negative setup slack"
cts_buffers: 17
drt_iter0_markers: 292
port_buffers: 60
placed_area_sq_mm: 0.0105
layout_setup_ws_ns: -0.325
tritoncts: "done"
dp_hpwl_mm: 13.1
grt.overflow.total: 0
dieHeight_um: 137
hold_buffers: 0
fin_skew_ns: 0.00919
edf_count: 0
min_period_ns: 3.72
endpoint_kind: "flip-flop"
worstSkewPairLatency_ns: 0.41
cp_data_arrival_time_ns: 4.04
clk_pin_slew_ns: 0.07
ys.flops: 155
setup_viol: 14
worstPathMaxFanout: 10
required_ns: 3.71
grt_pass1_vias: 6324
==> final timing paths <==
check,from,to,depth (start not counted)
setup / recovery,weight_reg.weight[0],write_output.interface_sram_write_data[3],17
hold / removal,read_weight.interface_dev_data_out[8],weight_reg.weight[8],1
setup reg to reg,weight_reg.weight[0],write_output.interface_sram_write_data[3],17
hold reg to reg,read_weight.interface_dev_data_out[8],weight_reg.weight[8],1
==> logic make-up after synthesis <==
kind of cell    Yosys count  share of synthesized area [%]
compound gates          121                           8.00
buf+inv                 145                           7.08
flops                   155                           34.2
fa+ha+maj               116                           22.1
xor+xnor                145                           14.0
other cells               1                         0.0414
simple gates            220                           13.5
mux                      10                           1.10
==> synth_stat cells (2+ instances only) <==
library cell,number
nor3b_1,6
o21a_1,2
a21o_1,10
buf_4,21
o2111ai_1,3
xnor2_1,79
dfxtp_1,155
o21ai_0,22
xor2_1,66
and2_1,89
buf_1,5
and3_1,7
fa_1,73
nor4_1,3
nor2b_1,7
o21ai_1,2
o211a_1,2
nor3_1,4
nand4_1,6
buf_2,9
nor4b_1,2
a22oi_1,2
inv_1,83
o22ai_1,9
ha_1,43
mux2i_1,10
a21oi_1,52
a31oi_1,2
a211oi_1,3
nand3_1,11
nor2_1,58
nand2_1,11
nand2b_1,7
clkbuf_1,26
==> metrics by stage <==
step           cells  setup WS [ns]
3_3_place_gp    1209         -0.254
5_1_grt         1257         -0.455
4_1_cts         1245         -0.296
3_5_place_dp    1209         -0.309
6_report        1257         -0.325
2_1_floorplan    933         -0.214
==> worst max-delay path, delay by kind of cell, from the launching register on <==
kind | cells | cell delay [ns]
XOR/XNOR | 1 | 0.12
flip-flops | 1 | 0.33
AND/OR/NAND/NOR | 1 | 0.05
buffers and inverters | 7 | 0.63
AND-OR/OR-AND | 3 | 0.32
adder cells (fa/ha/maj) | 5 | 2.18
==> what timing repair did <==
action | in CTS | in global routing
pin swaps | 8 | 20
buffers inserted | 4 | 12
gates resized | 16 | 20
endpoints found under the setup margin | 14 | 14
==> final cells by class <==
cell class / count / area, sq um
Clock buffer: 17 / 425
Clock inverter: 15 / 165
Fill cell: 1313 / 6110
Inverter: 83 / 312
Multi-Input combinational cell: 633 / 5840
Sequential cell: 155 / 3110
Tap cell: 225 / 282
Timing Repair Buffer: 129 / 1240
==> layer usage <==
| metal | wire length [um] | global-route usage [%] | vias to the layer above |
|---|---|---|---|
| met5 | 0 | 0 | - |
| met4 | 87 | 1.85 | 0 |
| met3 | 754 | 4.20 | 6 |
| met2 | 8990 | 37.6 | 111 |
| met1 | 8690 | 34.0 | 3001 |
| li1 | - | - | 3099 |
==> power breakdown <==
part	total [uW]	switching [uW]	internal, uW
Clock	1880	882	995
Combinational	1360	657	707
Sequential	1960	49.8	1910
Power and IR drop assume default switching activity.
